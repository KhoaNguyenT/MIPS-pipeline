**design/flow/config.mk**
```make
export PLATFORM = sky130hd
export DESIGN_NAME = rom
export DESIGN_NICKNAME = rom
export VERILOG_FILES = /design/flow/design.v
export SDC_FILE = /design/flow/constraint.sdc
export NUM_CORES = 4
export LEC_CHECK = 1
export CORE_AREA = 10 10 76 76
export DIE_AREA = 0 0 86 86
```
**design/flow/constraint.sdc**
```tcl
current_design rom

set clk_period 6.3
set clk_io_pct 0.2

create_clock -name clk0 -period $clk_period

set non_clock_inputs [all_inputs -no_clocks]
set_input_delay [expr $clk_period * $clk_io_pct] -clock clk0 $non_clock_inputs
set_output_delay [expr $clk_period * $clk_io_pct] -clock clk0 [all_outputs]
```
**design/flow/design.v**
```verilog
module rom(
addr,
data
);
input [31:0] addr;
output [31:0] data;
reg [31:0] data;
always @(*) begin
    case(addr)
    32'h00000000: data = 32'b00000000000000000000000000000000;  
    32'h00000004: data = 32'b00000000000000000000000000000000;  
    32'h00000008: data = 32'b00111100000010000000000000010000;  
    32'h0000000c: data = 32'b00111100000010010000000000100000;  
    32'h00000010: data = 32'b00000000000000000000000000000000;  
    32'h00000014: data = 32'b00000000000000000000000000000000;  
    32'h00000018: data = 32'b00000000000000000000000000000000;  
    32'h0000001c: data = 32'b00000001001010000101000000100000;  
    32'h00000020: data = 32'b00000001001010000101100000100100;  
    32'h00000024: data = 32'b00000001001010000110000000100101;  
    32'h00000028: data = 32'b00000001001010000110100000100010;  
    32'h0000002c: data = 32'b00000001000010010111000000101010;  
    32'h00000030: data = 32'b00010001000010010000000000000000;  
    32'h00000034: data = 32'b10101101011011000000000000000001;  
    32'h00000038: data = 32'b00100001001000000000000000100000;  
    32'h0000003c: data = 32'b10001101011011110000000000000001;  
    32'h00000040: data = 32'b00010001100010100000000000000000;  
    default: data = 32'hFFFF_FFFF;
    endcase
end
endmodule
```
**design/flow/run.sh**
```bash
#!/bin/bash
# OpenROAD 26Q1-2900-gdf79404cd8, Yosys 0.63+post, stock flow scripts
make -C /OpenROAD-flow-scripts/flow DESIGN_CONFIG=/design/flow/config.mk WORK_HOME=/design/flow/orfs finish
```
==> run notes <==
run metrics: YS chip area=570.5 um^2, die height=86 um, final wirelength=2719 um, die area=0.007396 mm^2, CP top delay family=buffers and inverters, area growth from synthesis to layout=101.5%, area leader, netlist=buf_4, GPL Wtd Cong=0.8522, port bufs=64, Worst path max stage delay=0.63 ns, worst min-delay path class=in -> out, Die W=86 um, syn_area_per_cell=5.649 um^2, status=finished clean, antenna-violating nets left=0, Tcrit/Tclk final=85.48%, Most common cell on crit path=clkdlybuf4s50_1, postcts setup bufs=0, Worst VDD drop=0.02001 mV, CP Launch Type=input port, largest net degree at the start of global routing=19, Mapped Cells=101, Initial DRT Pass Iterations=4, via count=858, Unique cell types=28, Ant. Diodes=0, Seq Cell Count=0, share of cells above drive strength 1=2.055%, Reg power frac=0%, critical path's slowest cell=a211oi_2, Std-Cell Rows=23, Psw=15.69 uW, number of hold buffers added after CTS=0, Final WS setup=0.9149 ns, FP Core Util=13.86%, I/O pin count=64, hold depth=3, ys cells=101, slew margin rel.=54.05%, number of cells on the critical path=6, P_int=23.03 uW, mapped cell area=570.5 um^2, DR WL/cell=13.87 um, main area contributors=buf_4, o21ai_0, nor2_1, nor4_1, nand2_1, pre-CTS setup slack=0.8950 ns, register share after synthesis=0%, CP Capture Type=output pin, initial antenna violation count=0, Tmin final=5.385 ns, Flop area=0 um^2, clock buffer count in the final layout=0, RSZ-0062 raised after global routing=false, Via density=4.378, setup TNS=0 ns, switching share of power=40.52%, core footprint=0.004115 mm^2, Max Cap Viol=0, Layout Utilization=27.94%, tool warning count=32, Worst EP arrival=4.13 ns, vias in the first global route=807, max-slew violations=0, Comb power frac=100.0%, GRT Util Overall=6.668%, Max Freq=0.1857 GHz, Final Hold Viols=0, Req. time, crit path=5.04 ns, PD cells=33.68 mW/mm^2, Syn. warnings=1, CP Class=in -> out, CP max FO=13, crit path buf inv count=3, number of setup violations in the final report=0, Pleak=0.3592 nW, post-cts sizing count=0, first-pass GRT wire length=4181 um, total grt overflow=0, critical path cell sequence=clkdlybuf4s50_1, or4_4, or3_1, a211oi_2, inv_1, clkdlybuf4s50_1, post-DP HPWL=2312 um, pin slew with the least headroom to its limit=0.6880 ns, DRC viols=0, Area leader share=15.79%, Initial DRC Count=36, clock network fraction of total power=0%
==> cell usage in the layout, fill, tap and decap left out, drive strengths merged, types with 3 or more instances in the layout <==
| cell | count |
|---|---|
| a21oi | 5 |
| clkdlybuf4s50 | 64 |
| inv | 4 |
| nand2 | 8 |
| nand2b | 3 |
| nand3 | 4 |
| nor2 | 11 |
| nor3 | 5 |
| nor4 | 6 |
| o21ai | 16 |
==> per-layer routing <==
layer | GRT usage, % | wire [um] | vias to the layer above
li1 | - | - | 445
met1 | 8.994 | 1235 | 365
met2 | 10.48 | 1163 | 48
met3 | 2.479 | 320 | 0
met4 | 0 | 0 | 0
met5 | 0 | 0 | -
==> cell usage after synthesis <==
cell type and number:
nand3_1 4, or4_4 1, a31oi_1 2, nor3_1 5, a21oi_1 5, o31ai_1 2, or3_1 2, nand3b_1 1
o21a_1 1, nand4_1 1, buf_4 12, o22ai_1 1, nor2_1 11, o41ai_1 1, nor4_1 6, or3b_2 1
a211oi_2 1, buf_6 1, and2_1 1, o32a_1 1, xor2_1 1, nand2_1 8, o21ai_0 16, nand2b_1 3
inv_1 4, a22oi_1 1, clkbuf_1 6, nor2b_1 2
==> worst min-delay path, stage by stage <==
cell	delay, ns
clkdlybuf4s50_1	0.56
o41ai_1	0.13
clkdlybuf4s50_1	0.41
==> cell families (layout without fill, tap and decap cells) <==
logic type	count (synthesis)	after routing	synth area share (%)
compound gates	31	31	32.46
xor+xnor	1	1	1.535
simple gates	46	46	41.67
buf+inv	23	68	24.34
==> stage by stage <==
step	hold WS, ns	std cells	power [mW]	instance area, um^2
3_3_place_gp	3.615	196	0.03862	1150
2_1_floorplan	2.554	101	0.01593	570.5
5_1_grt	3.672	196	0.04239	1150
3_5_place_dp	3.613	196	0.03850	1150
6_report	3.616	196	0.03873	1150
4_1_cts	3.623	196	0.03864	1150
==> power by group through the flow <==
stage | clock network [mW] | logic (mW) | registers (mW)
6_report | 0 | 0.0387 | 0
4_1_cts | 0 | 0.0386 | 0
5_1_grt | 0 | 0.0424 | 0
==> final timing paths <==
check / start / endpoint / slack (ns)
setup / recovery: addr[7] / data[7] / 0.91
hold / removal: addr[7] / data[0] / 3.62
==> area by class of cell <==
cell class	instances	area [um^2]
fillers	458	2965
repair buffers	64	640.6
multi-input cells	78	431.7
well taps	50	62.56
inverters	4	15.01
Power and IR drop assume default switching activity.
